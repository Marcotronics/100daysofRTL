$ cat flow/design.v
module alu(
    input logic [3:0] a,
    input logic [3:0] b,
    input logic [2:0] op,
    output logic [3:0] q
);
always_comb begin
    case(op)
        3'b000: q = a + b;
        3'b001: q = a - b;
        3'b010: q = a * b;
        3'b011: q = a & b;
        3'b100: q = a | b;
        3'b101: q = ~a;
        3'b110: q = ~b;
        3'b111: q = a^b;
    endcase
end
endmodule
$ cat flow/run.sh
#!/bin/bash
# OpenROAD 26Q1-2900-gdf79404cd8, Yosys 0.63+post, stock flow scripts
make -C /OpenROAD-flow-scripts/flow DESIGN_CONFIG=/design/flow/config.mk WORK_HOME=/design/flow/orfs finish
$ cat flow/config.mk
export PLATFORM = sky130hd
export DESIGN_NAME = alu
export DESIGN_NICKNAME = alu
export VERILOG_FILES = /design/flow/design.v
export SDC_FILE = /design/flow/constraint.sdc
export NUM_CORES = 4
export LEC_CHECK = 1
export CORE_AREA = 10 10 79 79
export DIE_AREA = 0 0 89 89
$ cat flow/constraint.sdc
current_design alu

set clk_period 5.3
set clk_io_pct 0.2

create_clock -name clk0 -period $clk_period

set non_clock_inputs [all_inputs -no_clocks]
set_input_delay [expr $clk_period * $clk_io_pct] -clock clk0 $non_clock_inputs
set_output_delay [expr $clk_period * $clk_io_pct] -clock clk0 [all_outputs]
==> deck_impl_summary.md <==
Physical Implementation Snapshot

Status
  • Status: completed

Floorplanning
  • Die W: 89 microns
  • Top Ports: 15
  • CORE AREA: 4660 sq um
  • FP Rows: 25
  • Init Core Util: 14.7%
  • Die area: 7920 sq um
  • Die H: 89 microns

Routing
  • Routed WL: 1.74 mm
  • DRC viols: 0
  • Met3 WL post-DR: 59 microns
  • Uppermost layer routed: met3
  • Antenna-violating nets left: 0
  • Average wire per cell in the routed design: 11.0 microns
  • Antenna fix cells: 0
  • DR WL met2: 644 microns
  • Met1 WL: 1.04 mm
  • DRT iter0 DRCs: 27
  • Post-DR vias/cell: 4.01
  • Vias: 634
  • Drt pass-1 iters: 4

Final timing
  • Final setup viols: 0
  • TNS Setup: 0 ns
  • Fmax: 203 MHz
  • Cycle use final: 92.8%
  • Final Slew Violations: 0
  • RSZ-0062 raised after global routing: no
  • Tightest Pin Transition: 0.280 ns
  • Final Hold Vio Count: 0
  • Max_slew headroom: 80.8%
  • Final min period: 4.92 ns

Global route
  • Global route overflow: 0
  • Vias in the first global route: 615
  • Initial antenna violation count: 0
  • Pin count of the biggest net entering global routing: 19
  • GRT Total Usage: 4.68%
  • First-pass GRT wire length: 3.05 mm

Cells and area
  • Layout clock buffer count: 0
  • Ratio of cells with drive above 1 in the final layout: 9.62%
  • Flop area: 0 sq um
  • Area growth syn-to-layout: 32.5%
  • Seq_cells: 0
  • Fin util: 19.5%
  • Fillers: 520

Logic synthesis
  • Yosys cell count: 89
  • Mapped Cells: 89
  • Cell Type Count: 29
  • Main logic family: adder cells
  • Mean Syn Cell Area: 7.69 sq um
  • Adder share: 32.2%
  • Synth Cell Area: 684 sq um
  • Mux cell area share: 13.9%
  • Ys Warns: 1
  • Aoi share: 16.6%
  • Yosys Chip Area: 684 sq um
  • Post-Synth Simple-Gate Area: 15.4%
  • XOR/XNOR Area Share: 13.9%
  • Seq share, synth: 0%

Placement
  • Final HPWL DP: 1.47 mm
  • Gp weighted congestion: 0.829
  • # port buffers: 15

Worst hold path
  • Hold Crit Class: in -> out
  • Hold Path Stages: 4
  • Hold path start: op[2]
  • Worst Hold End: q[3]

Clock tree
  • Setup Fix Bufs, Post-CTS: 0
  • Cts hold-fix bufs: 0
  • Cts repair resizes: 0

Worst setup path
  • Worst Path Required: 4.24 ns
  • Crit Path Max Fanout: 6
  • Kind of start point of the critical path: input pin
  • Setup CP Type: in -> out
  • Arr. time, crit path: 3.86 ns
  • Worst Setup End Kind: primary output

Pwr
  • Leakage power: 0.415 nW
  • Peak supply drop: 0.0343 mV
  • Cell Pwr Density: 87.4 nW/um^2

Run
  • Tool warnings: 37
  • Max cap viols: 0
synthesized netlist by cell type (all sizes together):
| cell | n | area share [%] |
|---|---|---|
| a31oi | 2 | 1.8 |
| a22oi | 1 | 1.1 |
| mux2 | 2 | 3.3 |
| mux2i | 5 | 7.3 |
| mux4 | 1 | 3.3 |
| nand2b | 1 | 0.91 |
| a2bb2oi | 1 | 1.3 |
| ha | 16 | 29 |
| a32oi | 2 | 2.6 |
| xnor2 | 8 | 11 |
| nor3 | 2 | 3.1 |
| nand2 | 11 | 6.4 |
| a21oi | 6 | 4.4 |
| xor2 | 2 | 2.6 |
| buf | 3 | 2.6 |
| fa | 1 | 2.9 |
| nand3 | 1 | 0.73 |
| inv | 10 | 5.5 |
| a21o | 1 | 1.1 |
| nor2 | 7 | 4.2 |
| o21ai | 6 | 4.4 |
metrics by stage:
stage | hold WS [ns] | power, mW | instances | area (sq um) | worst slack [ns]
global placement | 3.34 | 0.0803 | 158 | 907 | 0.351
global route | 3.38 | 0.0905 | 158 | 907 | 0.111
detailed placement | 3.33 | 0.0801 | 158 | 907 | 0.336
finish | 3.32 | 0.0793 | 158 | 907 | 0.382
CTS | 3.34 | 0.0807 | 158 | 907 | 0.343
floorplan | 2.20 | 0.0470 | 89 | 684 | 1.60
cells in the final DEF (no fill, tap or decap), types with 2 or more instances in the layout:
master           count
a31oi_1              2
o21ai_1              2
nor2_1               6
xnor2_1              7
buf_4                3
o21ai_0              4
a21oi_1              6
clkdlybuf4s50_1     15
xor2_1               2
inv_1                9
nand2_1             10
a32oi_1              2
mux2i_1              5
ha_1                16
worst max-delay path: stages:
cell and delay, ns:
clkdlybuf4s50_1 0.55, ha_1 0.29, ha_1 0.27, ha_1 0.29, ha_1 0.20, xnor2_1 0.13
xnor2_1 0.13, nand2b_1 0.14, mux2i_1 0.13, a2bb2oi_1 0.17, clkdlybuf4s50_1 0.49
final cells by class:
| type | count | area (sq um) | area share, % |
|---|---|---|---|
| Multi-Input combinational cell | 76 | 629 | 69.4 |
| Timing Repair Buffer | 18 | 173 | 19.0 |
| Tap cell | 54 | 67.6 | 7.45 |
| Inverter | 10 | 37.5 | 4.14 |
power by group:
group / internal [mW] / switching, mW
registers: 0 / 0
clock network: 0 / 0
logic: 0.0426 / 0.0367
metal layers:
layer | vias to the layer above | track usage, %
met1 | 279 | 7.90
met3 | 0 | 0.459
li1 | 337 | -
met4 | 0 | 0
met2 | 18 | 6.45
met5 | - | 0
worst max-delay path by stage:
stage	cells after the start	end	slack, ns	startpoint
global route	11	q[3]	0.11	a[1]
CTS	11	q[3]	0.34	a[1]
finish	11	q[3]	0.38	a[1]
cells by family (layout without fill, tap and decap cells):
kind of cell,Yosys count,after routing
and+or+nand+nor,22,22
AOI/OAI and AO/OA,19,19
adders and majority gates,17,17
buffers and inverters,13,28
xor gates and xnor gates,10,10
muxes,8,8
Power figures rest on the tool's default switching activity, not on a simulated workload.
