--- flow/design.v ---
module piso(
    input logic clk,
    input logic rst,
    input logic [7:0] a,
    input logic load,
    output logic q
);
logic [7:0] s_a;
logic s_q;
assign q = s_q;
always_ff @(posedge clk or posedge rst) begin
    if (rst) begin
        s_q <= 8'hff;
    end
    else begin
        if(load) begin
            s_a <= a;
        end
        else begin
            s_a <= {s_a[6:0],1'b0};  
            s_q <= s_a[7];
        end        
    end
end
endmodule
--- flow/run.sh ---
#!/bin/bash
# OpenROAD 26Q1-2900-gdf79404cd8, Yosys 0.63+post, stock flow scripts
make -C /OpenROAD-flow-scripts/flow DESIGN_CONFIG=/design/flow/config.mk WORK_HOME=/design/flow/orfs finish
--- flow/config.mk ---
export PLATFORM = sky130hd
export DESIGN_NAME = piso
export DESIGN_NICKNAME = piso
export VERILOG_FILES = /design/flow/design.v
export SDC_FILE = /design/flow/constraint.sdc
export NUM_CORES = 4
export LEC_CHECK = 1
export CORE_AREA = 10 10 73 73
export DIE_AREA = 0 0 83 83
--- flow/constraint.sdc ---
current_design piso

set clk_period 1.1
set clk_io_pct 0.2

create_clock -name clk0 -period $clk_period [get_ports {clk}]

set non_clock_inputs [all_inputs -no_clocks]
set_input_delay [expr $clk_period * $clk_io_pct] -clock clk0 $non_clock_inputs
set_output_delay [expr $clk_period * $clk_io_pct] -clock clk0 [all_outputs]
==> summary.txt <==
yosys + openroad results -> status complete, no violations, Antenna Cells 0, DRT Pass-1 Iters 2, largest net degree at the start of global routing 10, most frequent logic cell in the layout clkdlybuf4s50_1, H-Tree Level Count 1, CTS Hold Bufs 0, comb. cell area 127.6 um^2, Peak VDD IR 0.4124 mV, CTS tree done, Lkg Pwr 0.0002685 uW, Synth Area in Simple Gates 1.835%, final worst-path cycle share 97.47%, Synth area leaders edfxtp_1, mux2_4, dfstp_2, buf_6, and2_2, Placeable Area 3744 um^2, worst skew pair latency 0.23 ns, Finished Layout Cells 85, total routed wirelength 915 um, GPL Wtd Cong 0.6596, Registers, synthesis 9, Mapped Cells 20, Worst Tran Pin Value 0.1418 ns, Syn. warnings 1, root buffer cell clkbuf_8, max-cap viol count 0, clock buffer depth 2, Clock Sinks 9, worst hold path type in2async, area share, top type 58.72%, WS Path Type in2reg, port bufs 11, area reported by Yosys stat 409.1 um^2, final core utilization 18.15%, min Tclk post-route 1.072 ns, Pwr per Cell Area 1371 nW/um^2, DR vias 234, # rows 22, via/cell ratio 2.753, crit path DAT 1.06 ns, antenna violations before repair 0, register share after synthesis 65.14%, number of DRC markers in iteration 0 11, aoi share 0%, DRC errors left 0, Post-Place Cells 80, top-level I/O count 12, remaining antenna violation count 0, Setup Viol. Count Final 0, Seq. cell area 266.5 um^2, GRT overflow 0, first-pass GRT wire length 1.524 mm, TritonCTS buffer count 3, final hold vios 0, critical-path maximum fanout 4, Area growth, synth to finish 66.06%, clock-pin transition on the worst setup and hold timing paths 0.04 ns, Final Skew 0.003896 ns, comb area leader multiplexers, Rel. slew slack 90.55%, Setup crit end kind flip-flop, final hold slack 0.4498 ns, Tot GR Track Use 2.761%, die span in y 83 um, post-synth cell types 6, ys cells 20, number of global-route vias before repair 273, share of layout cells above drive strength 1 45.95%, max-slew violation count 0, RSZ-0062 raised after global routing yes, Routed wire per std cell 10.76 um, chip area 6889 um^2, Fill cells 422, Cell Area, Synth 409.1 um^2, OpenROAD warnings 26, yosys xor share 0%, Setup crit start kind input pin, most instantiated logic cells after routing clkdlybuf4s50_1, mux2_4, edfxtp_1, largest area contributor in the netlist edfxtp_1, Total Power 931.3 uW, Init Core Util 10.93%, adder share 0%, syn avg cell area 20.46 um^2, DP Wirelength 591.6 um, mux share of post-synthesis cell area 29.36%, Die X 83 um, CP required 1.08 ns, Highest Clock Rate 0.9327 GHz
## report_power, final
part | switching [uW] | leakage [uW] | internal (uW)
clock | 128 | 0.0000228 | 252
sequential | 8.50 | 0.0000887 | 409
combinational | 33.2 | 0.000157 | 101
total | 169 | 0.000268 | 762
## per-layer routing
metal	share of wire [%]	track usage (%)
met2	39	3.282
met5	0	0
met1	50	3.950
met4	0.66	0.3077
met3	11	1.969
## flip-flops by register name, summed over array words and instances (netlist names)
| name | cells |
|---|---|
| s_a | 8 |
| s_q | 1 |
## final timing paths
kind / start / end / slack (ns) / cells after the start
min in group clk0: s_a[7]$_DFFE_PN_ / s_q$_DFFE_PP1N_ / 0.48 / 1
max reg2reg: s_a[5]$_DFFE_PN_ / s_a[6]$_DFFE_PN_ / 0.21 / 1
max in group asynchronous: rst / s_q$_DFFE_PP1N_ / 0.63 / 3
min reg2reg: s_a[7]$_DFFE_PN_ / s_q$_DFFE_PP1N_ / 0.48 / 1
min: rst / s_q$_DFFE_PP1N_ / 0.45 / 3
max: load / s_a[5]$_DFFE_PN_ / 0.03 / 3
## Yosys cell counts
master    n
and2_2    1
buf_6     1
dfstp_2   1
edfxtp_1  8
inv_1     1
mux2_4    8
## final cells by class
| type | instances | share of cell area [%] |
|---|---|---|
| timing repair buffer | 14 | 25.97 |
| tap | 48 | 8.840 |
| sequential | 9 | 39.23 |
| clock buffer | 4 | 6.630 |
| multi-input combinational | 9 | 18.78 |
| inverter | 1 | 0.5525 |
## repair_timing
| item | in CTS | in global routing |
|---|---|---|
| buffers inserted | 0 | 0 |
| gates resized | 4 | 0 |
| cloned | 1 | 0 |
| endpoints found under the setup margin | 8 | 1 |
## worst max-delay path: stages
cell           delay [ns]
dlygate4sd2_1        0.27
bufbuf_16            0.28
mux2_4               0.29
## cells by family (layout without fill, tap and decap cells)
kind of cell,count (synthesis),in the layout
buffers and inverters,2,19
DFF,9,9
muxes,8,8
and+or+nand+nor,1,1
## per-stage QoR
| stage | TNS [ns] | setup slack (ns) | area, um^2 |
|---|---|---|---|
| 6_report | 0 | 0.02780 | 679.4 |
| 3_3_place_gp | -2.926 | -0.3334 | 608.1 |
| 2_1_floorplan | 0 | 0.2008 | 409.1 |
| 4_1_cts | 0 | 0.02175 | 679.4 |
| 3_5_place_dp | -3.008 | -0.3415 | 608.1 |
| 5_1_grt | -0.009348 | -0.009348 | 679.4 |
No activity file was given, so power comes from the tool's default toggle rates.
